## design.v

```verilog
module mst
    (
    input clock,
    input reset,
    input enable,
    output reg [7:0] wra,
    output reg [7:0] wrd,
    output reg [7:0] rda,
    output reg [7:0] rdd,
    output reg we,
    output reg [8:0] t1attempts,
    output reg [8:0] t1fails,
    output reg [8:0] t2attempts,
    output reg [8:0] t2fails,
    output reg done
    );
    wire [7:0] rddmem;
    memory u2 (.clock(clock), .reset(reset), .we(we), .wra(wra), .wrd(wrd), .rda(rda), .rdd(rddmem));
    reg testnumber;
    assign rddmem = rdd;
reg [7:0]count;
reg [1:0]timemaker;
always @ (negedge clock)
begin
if(reset)
    begin
    rda<=0;
    wrd<=0;
    wra<=0;
    t1attempts<=0;
    t1fails<=0;
    t2attempts<=0;
    t2fails<=0;
    done<=0;
    testnumber<=0;
    timemaker<=0;
    count<=0;
    end
else if(enable && !(done))
    begin
    timemaker <= (timemaker+1)%3;
    if (testnumber==0)
        begin
            if(timemaker==0)
                begin
                    we <= 1;
                    wra <= count;
                    wrd <= 8'h00;
                    rda <= count;
                end
            else if(timemaker==1)
                begin
                    we <=0;
                end
            else if(timemaker==2)
                begin
                    t1fails <= (rdd==0) ? t1fails : t1fails+1;
                    t1attempts <= t1attempts+1;
                    count<=count+1;
                end
            else
                begin
                    t1fails<=t1fails;
                    t1attempts<=t1attempts;
                end
        end
    else 
        begin
            if(timemaker==0)
                begin
                    we <= 1;
                    wra <= count;
                    wrd <= 8'hFF;
                    rda <= count;
                end
            else if(timemaker==1)
                begin
                    we <=0;
                end
            else if(timemaker==2)
                begin
                    t2fails <= (rdd==8'hFF) ? t2fails : t2fails+1;
                    t2attempts <= t2attempts+1;
                    count<=count+1;
                end
            else
                begin
                    t2fails<=t2fails;
                    t2attempts<=t2attempts;
                end
        end
    if (count == 255 && timemaker == 2)
    begin
        testnumber <= testnumber + 1;
        count <= 0;
    end
    if(count==255 && testnumber==1 && timemaker==2)
        begin
        done<=1;
        end
    else
        begin
        done<=0;
        end
    end
end
endmodule
module memory(
    input clock,
    input reset,
    input we,
    input [7:0] wra,
    input [7:0] wrd,
    input [7:0] rda,
    output [7:0] rdd
    );
    reg [7:0] mem[255:0];
    reg [7:0] rddata;
    always @(posedge clock)
    begin
        if(reset)
        begin
            rddata <= 8'h00;
        end
        else
        begin
            if(we)
            begin
                mem[wra] <= wrd;
            end
            rddata <= mem[rda];
        end
    end
    assign rdd = rddata;
endmodule
```

## constraint.sdc

```tcl
current_design mst

set clk_period 8.8
set clk_io_pct 0.2

create_clock -name clk0 -period $clk_period [get_ports {clock}]

set non_clock_inputs [all_inputs -no_clocks]
set_input_delay [expr $clk_period * $clk_io_pct] -clock clk0 $non_clock_inputs
set_output_delay [expr $clk_period * $clk_io_pct] -clock clk0 [all_outputs]
```

## config.mk

```make
export PLATFORM = sky130hd
export DESIGN_NAME = mst
export DESIGN_NICKNAME = mst
export VERILOG_FILES = /design/flow/design.v
export SDC_FILE = /design/flow/constraint.sdc
export NUM_CORES = 4
export LEC_CHECK = 1
export CORE_UTILIZATION = 40
```

## run.sh

```bash
#!/bin/bash
# OpenROAD 26Q1-2900-gdf79404cd8, Yosys 0.63+post, stock flow scripts
make -C /OpenROAD-flow-scripts/flow DESIGN_CONFIG=/design/flow/config.mk WORK_HOME=/design/flow/orfs finish
```

==> reports/results.ini <==
[route]
n_antenna_cell=0
wire_per_inst_um=18.5
drc=0
routed_wl_um=30800
first_pass_iters=6
detail_route.iter0.violations=515
ant_nets=0
avgViaCountPerCell=5.31
num_vias=8830

[setup_path]
cp-start-kind=flop
endpoint=wra[6]
crit_path_end_kind=output port
cp_cell_sequence=clkdlybuf4s50_1
cpPeakStageDelay_ns=0.72
path_buffers=1
r2r-end=u2.rddata[6]$_SDFF_PP0_
path_delay_family=flip-flops
cp.arrival_ns=6.29
crit_cells=1
crit_type=reg2out
critPathLaunch=wra[6]$_SDFFE_NP0P_
rrSetupSlack_ns=1.30
worstPathRequired_ns=7.04
path_max_fanout=12
r2r-start=wra[0]$_SDFFE_NP0P_
critPathSlowestCell=dfxtp_1
r2r_cells=7

[yosys]
yosysMostFrequentCell=nor2_1
yosys_area_um2=14100
largest_area_cell=edfxtp_1
synthTopCellsByArea=edfxtp_1, nor2_1, dfxtp_1
ys.flop_type=edfxtp_1
syn_area_per_cell_um2=12.8
syn-cell-area_um2=14100
ys_cells=1107
edf_count=257
synth_cell_types=52
ys_warn_count=2
ys_seq_elements=315
common_cells=nor2_1, edfxtp_1, nand2_1
seq_area_frac_synth=0.628
synth_cells=1107
ys_async_sr_fraction=0
yosysTopAreaCellShare=0.546

[final_timing]
clock_skew_ns=0.0834
slew_violations=0
hold_viol=0
setup_viol=0
tightest_slew_ns=0.864
max_slew_margin=0.422
final.setup.tns_ns=0
rsz0062_at_grt=no

[clock_tree]
cts_post_setup_buffers_inserted=0
path_clk_slew_ns=0.04
clkLatencyLatePin_ns=0.57
cts_buffers=35
cts_tree=built
htreeDepth=2
ctsResizeCount=0
cts.sinks=315
hold_buffers=0
clockBufferDepth=3
clk_root_buffer_cell=clkbuf_16

[power_and_ir_drop]
p_leak_nw=5.83
powerDensity_nw_per_um2=192
max-vdd-ir-drop_v=0.000136

[global_route]
met1_usage=0.264
antenna_found_initial=0
overflow=0
grt_busiest_layer=met2
grt_pass1_wl_um=48600
grt_pass1_vias=8998
use_met3=0.0949
met2_usage=0.280
grt_max_degree=166
track_usage=0.188

[hold_path]
min-delay-start=count[6]$_SDFFE_NP0P_
hold_path_class=reg2reg

[floorplan]
die_h_um=190
chipArea_um2=36100
ios=73
fp_util=0.408
dieWidth_um=190
core-area_um2=34600
fp-row-count=68

[place]
io_buffers=72
dp_cells=1548
post-dp-hpwl_um=18500
place_area_um2=15000
place.gp.congestion=0.849

[job]
warnings=87
max_cap_viol_count=0

[final_layout]
areaGrowthSynthToFinish_pct=15.5
final_cells=1664
drive_gt1_frac=0.0902
stdcell_area_um2=16300

[outcome]
status=completed

## sequential cells by signal, summed over array words and instances, names as in the netlist, 2 cells and up
register / cells
t2fails: 9
t1attempts: 9
timemaker: 2
u2.mem: 256
count: 8
wra: 8
t1fails: 9
t2attempts: 9
## per-layer routing
| layer | vias up | wire length, um |
|---|---|---|
| li1 | 4157 | - |
| met5 | - | 78 |
| met1 | 4303 | 12600 |
| met4 | 2 | 532 |
| met2 | 326 | 14300 |
| met3 | 42 | 3270 |
## worst min path at each step
| stage | end | slack, ns | cells after the start |
|---|---|---|---|
| finish | wra[6]$_SDFFE_NP0P_ | 0.50 | 2 |
| global route | wra[6]$_SDFFE_NP0P_ | 0.52 | 2 |
| CTS | wra[5]$_SDFFE_NP0P_ | 0.49 | 2 |
## layout by cell type (no fill, tap or decap), types with 11 or more instances in the layout
| cell type | Yosys | final |
|---|---|---|
| nand4_1 | 22 | 22 |
| nor2b_1 | 11 | 11 |
| a21oi_1 | 20 | 20 |
| clkdlybuf4s50_1 | 0 | 71 |
| mux2i_1 | 24 | 24 |
| mux4_1 | 29 | 29 |
| nand2_1 | 67 | 67 |
| xor2_1 | 26 | 26 |
| edfxtp_1 | 257 | 257 |
| mux4_2 | 29 | 29 |
| dfxtp_1 | 58 | 54 |
| nand3_1 | 43 | 43 |
| o21ai_0 | 13 | 13 |
| nor2_1 | 310 | 310 |
| buf_4 | 23 | 17 |
| inv_1 | 8 | 65 |
| clkbuf_16 | 0 | 35 |
## power by group
group	switching [mW]	internal [mW]	total [mW]
sequential	0.00167	1.59	1.59
clock	0.624	0.897	1.52
combinational	0.0168	0.00816	0.0250
## stage by stage
stage	power, mW	utilization	hold slack [ns]	setup WS, ns
2_1_floorplan	1.68	-	0.452	0.351
6_report	3.14	0.471	0.497	0.752
5_1_grt	3.25	0.471	0.519	0.664
3_3_place_gp	1.69	0.433	0.478	0.309
3_5_place_dp	1.69	0.433	0.481	0.313
4_1_cts	3.18	0.471	0.493	0.718
## layout make-up
cell class	count	area, um2
Clock buffer	47	951
Clock inverter	70	387
Fill cell	2980	18300
Inverter	8	30.0
Multi-Input combinational cell	678	4610
Sequential cell	315	8890
Tap cell	455	569
Timing Repair Buffer	91	883
## tightest hold or removal path: cells and delay by family, from the launching register on
family,cells,cell delay (ns)
flip-flops,1,0.32
AND/OR/NAND/NOR,1,0.07
AND-OR/OR-AND,1,0.06
## kinds of logic after synthesis
logic type | Yosys count | share of synthesized area
buf+inv | 114 | 0.0452
compound gates | 71 | 0.0340
xor+xnor | 32 | 0.0198
fa+ha+maj | 8 | 0.00708
mux | 83 | 0.118
simple gates | 484 | 0.148
flops | 315 | 0.628
Power is estimated from default activity; no workload was simulated.
